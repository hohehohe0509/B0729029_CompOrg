File: /design/flow/design.v
module CPU(IR,Data_in,PC,Address_out,Data_out,MW,clk,reset);
	input clk,reset;
	input [15:0] IR;
	input [7:0] Data_in;
	output MW;
	output [7:0] PC,Address_out,Data_out;
	reg [7:0] PC,Address_out,Data_out,OP;
	reg [6:0] Opcode;
	reg [7:0] R [0:7];
	reg [5:0] AD;
	reg [2:0] DR,SA,SB;
	reg MW;
	initial begin
	end
	always @(*) begin
	 Address_out = R[SA];
	 Data_out=R[SB]; 
	end
	always @ (posedge clk) begin
		if(reset)begin
			PC = 0;
		end
		Opcode = IR[15:9];
		DR = IR[8:6];
		SA = IR[5:3];
		SB = IR[2:0];
		OP = {4'b0000,IR[2:0]};
		AD = {IR[8:6],IR[2:0]};
		MW = IR[14]&!IR[15];
		if ((IR[15]&&IR[14])==0)
			PC = PC+1;
		#1
		case(Opcode)
			7'b0000000: R[DR]=R[SA]; 
			7'b0000001: R[DR]=R[SA]+1; 
			7'b0000010: R[DR]=R[SA]+R[SB]; 
			7'b0000101: R[DR]=R[SA]-R[SB]; 
			7'b0000110: R[DR]=R[SA]-1; 
			7'b0001000: R[DR]=R[SA]&R[SB]; 
			7'b0001001: R[DR]=R[SA]|R[SB]; 
			7'b0001010: R[DR]=R[SA]^R[SB]; 
			7'b0001011: R[DR]=~R[SA]+1; 
			7'b0001100: R[DR]=R[SB]; 
			7'b0001101: R[DR]=R[SB]>>1; 
			7'b0001110: R[DR]=R[SB]<<1; 
			7'b1001100: R[DR]=OP; 
			7'b1000010: R[DR]=R[SA]+OP; 
			7'b0010000: R[DR]=Data_in; 
			7'b1100000: 
				begin
					if(R[SA]==0) PC = PC+AD;
					else PC = PC+1;
				end 
			7'b1100001: 
				begin
					if(R[SA]<0) PC = PC+AD;
					else PC = PC+1;
				end  
			7'b1110000: PC = R[SA]; 
		endcase
	end
endmodule
File: /design/flow/run.sh
#!/bin/bash
# OpenROAD 26Q1-2900-gdf79404cd8, Yosys 0.63+post, stock flow scripts
make -C /OpenROAD-flow-scripts/flow DESIGN_CONFIG=/design/flow/config.mk WORK_HOME=/design/flow/orfs finish
File: /design/flow/config.mk
export PLATFORM = sky130hd
export DESIGN_NAME = CPU
export DESIGN_NICKNAME = CPU
export VERILOG_FILES = /design/flow/design.v
export SDC_FILE = /design/flow/constraint.sdc
export NUM_CORES = 4
export LEC_CHECK = 1
export CORE_UTILIZATION = 40
File: /design/flow/constraint.sdc
current_design CPU

set clk_period 6.4
set clk_io_pct 0.2

create_clock -name clk0 -period $clk_period [get_ports {clk}]

set non_clock_inputs [all_inputs -no_clocks]
set_input_delay [expr $clk_period * $clk_io_pct] -clock clk0 $non_clock_inputs
set_output_delay [expr $clk_period * $clk_io_pct] -clock clk0 [all_outputs]
==> flow_summary_export.csv <==
group,metric,value,unit
global_routing,globalRouteTotalUtil,0.272,
min_path,hold_depth,3,
drt,drtAntennaViolNets,0,
timing,setup_tns,0,ps
clocking,cts_htree_levels,3,
clocking,ctsRootBufferMaster,"clkbuf_16",
cells_and_area,layout-drive-gt1-share,0.136,
power,powerDensity,191,nW/µm²
min_path,hold_path.class,"flop to flop",
timing,rsz0062_at_grt,"false",
drt,drc,0,
power,power_frac_seq,0.376,
setup_path,cp_max_fo,14,
yosys,ys_seq_frac,0.316,
place,placed_area,7810,µm²
global_routing,grt_first_pass_wirelength,35.5,mm
drt,via_count,6387,
clocking,cts_tree,"done",
floorplan,die_x,134,µm
cells_and_area,fillers,1522,
setup_path,crit_required,6440,ps
setup_path,critPathBufInv,3,
clocking,cts_sinks,79,
global_routing,grt_max_degree,25,
drt,antenna_cells,0,
setup_path,path_delay_family,"AND-OR/OR-AND gates",
global_routing,grt_pass1_vias,6026,
yosys,flop_cell,"edfxtp_1",
cells_and_area,design_area,8160,µm²
yosys,ys_ff,79,
timing,period_minus_slack,5500,ps
timing,hold_violations,0,
yosys,ys_cells,738,
timing,post-route-period-util,0.859,
global_routing,grt-ovfl-total,0,
power,p_leak,3.02,nW
yosys,yosys_warnings,2,
power,ir_drop,139,µV
timing,worstMarginPinSlew,876,ps
place,port_buffers,50,
setup_path,crit_arrival,5540,ps
timing,max_freq,0.182,GHz
yosys,synth_cells,738,
clocking,cts_buffers,9,
setup_path,critPathMostFrequentCell,"a21oi_1",
floorplan,fp-utilization,0.407,
floorplan,core-area,17200,µm²
clocking,cts_resized,0,
place,dp_hpwl,16.9,mm
drt,drt-initial-drc-count,588,
timing,setup_violations,0,
clocking,cts_hold_buffers,0,
timing,max_slew_margin,0.410,
yosys,ys_area,7020,µm²
clocking,clkLatencyLatePin,340,ps
setup_path,worst_r2r_path_depth,13,
floorplan,num_io_pins,51,
cells_and_area,final_core_util,0.474,
yosys,avgSynthCellArea,9.51,µm²
timing,slew_violations,0,
yosys,syn-cell-area,7020,µm²
power,p_clk_frac,0.390,
yosys,synth_cell_types,78,
status,status,"finished clean",
setup_path,critPathLaunchType,"primary input",
setup_path,path_class,"primary input to flop",
cells_and_area,areaGrowthSynthToFinish,16.3,%
drt,wl_per_cell,22.7,µm
power,p_comb_frac,0.234,
drt,via_per_inst,6.31,
setup_path,slowest_stage,"clkdlybuf4s50_1",
floorplan,floorplan.rows,48,
setup_path,worst_path_largest_cell_delay,840,ps
timing,finalClockSkew,8.82,ps
floorplan,die_y,134,µm
clocking,clock_path_buffers,2,
clocking,path_clk_slew,60,ps
setup_path,worstSetupPathDepth,16,
drt,first_pass_iters,6,
yosys,synthArstFlopShare,0,
job,tool_warnings,33,
power,p_sw_frac,0.283,
clocking,cts_setup_buffers,0,
yosys,edf_count,64,
drt,routed_wl,23.0,mm
setup_path,crit_chain,"clkdlybuf4s50_1, buf_4, mux2_2, a221o_1, o22a_1, inv_2, nand4_1, nand3_1, o211ai_1, ha_1, a21oi_1, o21bai_1, a21oi_1, xnor2_1, a221oi_1, nand2_1",
global_routing,antenna_found_initial,0,
place,gp_congestion,1.01,
power,p_switching,441,µW
cells_and_area,layout_top_cell,"edfxtp_1",
floorplan,die_area,18100,µm²
setup_path,endpoint_kind,"flop",
cells_and_area,final_cell_mix,"edfxtp_1 (64), nand2_1 (56), clkdlybuf4s50_1 (50)",
job,cap_violations,0,
power,intPower,1.12,mW
cell families (layout without fill, tap and decap cells):
family          count (synthesis)  after routing  share of synthesized area
flops                          79             79                      0.316
fa+ha+maj                      35             35                     0.0645
mux                            74             74                      0.162
simple gates                  216            216                      0.157
buf+inv                        87            137                     0.0515
xor+xnor                       26             26                     0.0324
compound gates                221            221                      0.216
flip-flops by register name, indices dropped and copies added (netlist names):
register and count:
PC 8, MW 1, R 64, SB 3, SA 3
power by group through the flow:
stage	Clock, mW	Combinational (mW)	Sequential, mW
final	0.608	0.365	0.587
after global routing	0.633	0.397	0.588
after CTS	0.614	0.361	0.587
path summary, 6_finish.rpt:
path / slack, ps / to / from
setup / recovery: 900 / R[5][6] / IR[0]
hold / removal: 650 / PC[0] / PC[0]
setup reg to reg: 2380 / R[5][1] / R[6][1]
hold reg to reg: 650 / PC[0] / PC[0]
synthesized netlist by cell type (all sizes together), types with 6 or more instances:
| cell | count | share of area |
|---|---|---|
| a211oi | 6 | 0.0064 |
| a21o | 7 | 0.0075 |
| a21oi | 50 | 0.036 |
| a221o | 6 | 0.0086 |
| a221oi | 13 | 0.016 |
| a22oi | 11 | 0.012 |
| a31oi | 10 | 0.0089 |
| and3 | 10 | 0.0089 |
| buf | 18 | 0.015 |
| clkbuf | 25 | 0.013 |
| dfxtp | 15 | 0.043 |
| edfxtp | 64 | 0.27 |
| ha | 33 | 0.059 |
| inv | 41 | 0.022 |
| mux2 | 15 | 0.025 |
| mux2i | 32 | 0.051 |
| mux4 | 27 | 0.087 |
| nand2 | 56 | 0.030 |
| nand2b | 7 | 0.0062 |
| nand3 | 29 | 0.021 |
| nand4 | 7 | 0.0084 |
| nor2 | 49 | 0.026 |
| nor2b | 15 | 0.013 |
| nor3 | 11 | 0.0086 |
| o211ai | 8 | 0.010 |
| o21a | 8 | 0.0086 |
| o21ai | 50 | 0.037 |
| o221ai | 15 | 0.019 |
| or3 | 7 | 0.0062 |
| xnor2 | 21 | 0.026 |
worst reg2reg max path, delay by kind of cell, from the launching register on:
kind	cells	cell delay [ps]
and+or+nand+nor	1	120
DFF	1	490
adders and majority gates	1	250
buffers and inverters	1	180
muxes	2	730
AOI/OAI and AO/OA	8	1900
metrics by stage:
stage / power, mW / setup slack, ps / cells / hold WS, ps
6_report: 1.56 / 899 / 1013 / 653
2_1_floorplan: 0.828 / 1440 / 738 / 562
3_3_place_gp: 0.953 / 733 / 997 / 643
5_1_grt: 1.62 / 686 / 1013 / 718
4_1_cts: 1.56 / 1000 / 1013 / 656
3_5_place_dp: 0.956 / 648 / 997 / 638
metal layers:
| layer | GRT usage | vias up | part of all wire |
|---|---|---|---|
| met1 | 0.398 | 3072 | 0.41 |
| met3 | 0.0843 | 28 | 0.11 |
| met2 | 0.416 | 359 | 0.46 |
| li1 | - | 2928 | - |
| met4 | 0.0474 | 0 | 0.019 |
| met5 | 0.0111 | - | 0 |
cell type report:
class,instances,area [µm²],share of cell area
clock buffers,9,225,0.0276
clock inverters,7,129,0.0158
inverters,44,165,0.0202
multi-input cells,572,4440,0.544
flip-flops and latches,79,2220,0.272
well taps,225,282,0.0345
repair buffers,77,703,0.0861
Power and IR drop assume default switching activity.
