==> /design/flow/design.v <==
module LAB09(G,A,B,Cin,S0,S1,S2);
input [7:0] A;
input [7:0] B;
input Cin;
input S0;
input S1;
input S2;
output [7:0] G;
reg [7:0] G;
always @(*)begin
	case({S2,S1,S0,Cin})
	4'b0000:
		G=A;
	4'b0001:
		G=A+1;
	4'b0010:
		G=A+B;
	4'b0011:
		G=A+B+1;
	4'b0100:
		G=A+~B;
	4'b0101:
		G=A+~B+1;
	4'b0110:
		G=A-1;
	4'b0111:
		G=A;
	4'b1000:
		G=A&B;
	4'b1100:
		G=A&B;	
	4'b1001:
		G=A|B;
	4'b1101:
		G=A|B;
	4'b1010:
		G=A^B;
	4'b1110:
		G=A^B;
	4'b1x11:
		G=~A;
	4'b1111:
		G=~A;
	endcase
end 
endmodule
==> /design/flow/run.sh <==
#!/bin/bash
# OpenROAD 26Q1-2900-gdf79404cd8, Yosys 0.63+post, stock flow scripts
make -C /OpenROAD-flow-scripts/flow DESIGN_CONFIG=/design/flow/config.mk WORK_HOME=/design/flow/orfs finish
==> /design/flow/config.mk <==
export PLATFORM = sky130hd
export DESIGN_NAME = LAB09
export DESIGN_NICKNAME = LAB09
export VERILOG_FILES = /design/flow/design.v
export SDC_FILE = /design/flow/constraint.sdc
export NUM_CORES = 4
export LEC_CHECK = 1
export CORE_AREA = 10 10 109 109
export DIE_AREA = 0 0 119 119
==> /design/flow/constraint.sdc <==
current_design LAB09

set clk_period 8.2
set clk_io_pct 0.2

create_clock -name clk0 -period $clk_period

set non_clock_inputs [all_inputs -no_clocks]
set_input_delay [expr $clk_period * $clk_io_pct] -clock clk0 $non_clock_inputs
set_output_delay [expr $clk_period * $clk_io_pct] -clock clk0 [all_outputs]
==> results_slide.txt <==
Run Summary

Layout
  – Design Area, Final: about 0.0024 sq mm
  – Layout cells sized above 1: between 5 and 6%
  – Final core occ: between 20 and 30%
  – Register area: 0 sq um
  – Clkbuf count: 0
  – Fillers: between 1000 and 1500
  – Area Growth Syn to Fin: 18.9%
  – Flop count: 0

Setup path
  – Critical path endpoint category: output port
  – CP cell instances: clkdlybuf4s50_1 -> nor2_2 -> nand2_1 -> o21ai_0 -> a22oi_1 -> mux2i_1 -> nor2_1 -> ha_1 -> o21ai_1 -> nand2b_1 -> a21o_1 -> a21oi_1 -> xor2_1 -> a21oi_1 -> clkdlybuf4s50_1
  – Max stage delay on crit path: between 0.8 and 0.9 ns
  – Startpoint types: primary input
  – Max Fanout on Critical Path: 21
  – Worst endpoint required time: roughly 6.6 ns
  – CP Class: primary input to output port
  – WP data arrival: 5.30 ns
  – CP delay by family, top: buffers and inverters
  – Critical path origin: S1
  – Critical path's slowest cell: clkdlybuf4s50_1
  – CP Buf/Inv Count: 2

Routing
  – Routed wire per std cell: ~15 um
  – Final wirelength: approximately 7 mm
  – Drt first pass iters: 5
  – Post-route ant nets: 0
  – Vias per std cell: between 5 and 6
  – Inserted Diodes: 0
  – Detailed Route Iter0 Violations: 265
  – Routed vias: ~2300
  – Drt drc: 0

Place
  – DP Wirelength: about 5.7 mm
  – Number of port buffers: 28
  – Pre-CTS setup slack: about 1.3 ns
  – RePlAce Congestion: between 0.9 and 1
  – Placed instance area: ~0.0024 sq mm

Job
  – OpenROAD warning count: 48
  – Max-cap violations: 0

Timing
  – Worst-Margin Slew: approximately 0.85 ns
  – Minimum clock period: slightly below 7 ns
  – Rel. slew slack: a little over two fifths
  – RSZ-0062 raised after global routing: no
  – Fmax achieved: around 140 MHz
  – Count of final setup violators: 0
  – Cycle use final: roughly 85%
  – Setup ws final: approximately 1.3 ns
  – Final hold violations: 0
  – Max Transition Viols Final: 0
  – Setup TNS: 0 ns

Global route
  – Vias in the first global route: around 2200
  – Grt total ovfl: 0
  – Tot GR Track Use: a little under a tenth
  – First-pass GRT wire length: roughly 12 mm
  – Largest net degree at the start of global routing: 28
  – Initial antenna violation count: 0

Floorplan
  – Fp_density: between 20% and 30%
  – Total die area: about 0.014 sq mm
  – Die Wd: ~120 um
  – Top Ports: 28
  – Die H: 119 um
  – Core footprint: roughly 0.0096 sq mm
  – Placement Rows: 36

Yosys
  – Avg Inst Size Synth: just under 7 sq um
  – Fa+ha+maj area frac: approximately 22%
  – Cell with the most instances after synthesis: a21oi_1
  – Dominant cells by area after synthesis: ha_1 (19%), a21oi_1 (8.5%), inv_1 (4.6%)
  – Synth area leader: ha_1
  – Netlist cell types: about 52
  – Area leader share: around a fifth
  – Yosys stat chip area: 0.00206 sq mm
  – Simple-Gate Area Share: about 23%
  – Post-Syn Instances: between 300 and 400
  – Fraction of synthesized area in multiplexers: under 10%
  – Main logic family: AND-OR/OR-AND gates
  – Ys Warns: 1
  – AO/OA Area Share: a little over a third
  – Syn Std Cell Area: approximately 0.002 sq mm
  – Sequential share of the synthesized area: 0%
  – Ys cells: approximately 300
  – XOR Share, Synth: under 10%
  – Most frequent cells after synthesis: a21oi_1 (35), ha_1 (32), inv_1 (25)

Min path
  – Worst hold path type: primary input to output port
  – HP Start: A[0]

Power and ir drop
  – Cell Pwr Density: a little over 60 mW/mm^2
  – Peak supply drop: approximately 0.013 mV
  – Leak: 1.02 nW

Clocking
  – CTS resizes: 0
  – Setup bufs post-CTS: 0
  – CTS Hold Buffers Added: 0

Run status
  – Status: finished, final reports clean
==> final cells by class <==
type / count / area [sq um] / share of cell area (%)
inverters: 28 / 105 / 4.30
multi-input cells: 260 / 1870 / 76.5
well taps: 133 / 166 / 6.80
repair buffers: 31 / 303 / 12.4
==> placed cells by master (no fill, tap or decap), types with 2 or more instances in the layout <==
cell              n
nand2_1          24
a222oi_1          3
o21ai_0          16
o21ai_1          10
a221o_1           3
or3_1             6
a21o_1            6
nand3b_1          2
nor4_1            2
fa_1              3
xor2_1            3
nor3_1            8
nand2b_1          3
nand3_1           8
nor2b_1           6
inv_2             3
a31oi_1           4
ha_1             32
o221ai_1          4
mux2i_1           8
buf_4             3
a221oi_1          5
xnor2_1           6
nor2_1           19
o21bai_1          3
or2_2             2
nor2_2            2
a211oi_1          4
and3_1            3
a32oi_1           2
a21oi_1          35
o22ai_1           6
mux2_2            3
clkdlybuf4s50_1  28
a22oi_1           4
inv_1            25
==> per-layer routing <==
metal / track usage (%) / wire length [um] / part of all wire [%] / up-vias
li1: - / - / - / 1150
met1: 12.9 / 2970 / 43 / 1052
met2: 15.8 / 3350 / 48 / 94
met3: 1.49 / 471 / 6.8 / 15
met4: 2.14 / 175 / 2.5 / 0
met5: 0 / 0 / 0 / -
==> kinds of logic (layout without fill, tap and decap cells) <==
kind of cell               Yosys count  after routing
AOI/OAI and AO/OA                  113            113
muxes                               12             12
adders and majority gates           35             35
buffers and inverters               44             59
xor gates and xnor gates             9              9
and+or+nand+nor                     91             91
==> tightest hold or removal path, delay by kind of cell <==
kind                   cells  cell delay [ns]
AND-OR/OR-AND              3             0.34
buffers and inverters      2             0.87
==> metrics by stage <==
step	total power [mW]	instances	hold slack (ns)
floorplan	0.0923	304	3.38
global placement	0.147	452	4.50
detailed placement	0.147	452	4.50
CTS	0.148	452	4.50
global route	0.165	452	4.55
finish	0.148	452	4.48
==> worst paths after layout <==
check,to,cells past startpoint
hold / removal,G[0],5
setup / recovery,G[6],15
==> power by group <==
group	switching, mW	total [mW]	leakage, nW	internal (mW)
Combinational	0.0811	0.148	1.02	0.0672
Clock	0	0	0	0
Sequential	0	0	0	0
Total	0.0811	0.148	1.02	0.0672
No activity file was given, so power comes from the tool's default toggle rates.
