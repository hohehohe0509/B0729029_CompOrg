==> ./design.v <==
module register
#(parameter WIDTH=8)
(
    input                clean,
    input                clk,
    input                load,
    input  [WIDTH-1: 0]  load_data,
    output [WIDTH-1: 0]  data
);
reg [WIDTH-1: 0]  d;
always @(posedge clk) begin
    if(clean == 1'b1) begin
       d <= 0; 
    end
    else begin
        if(load == 1'b1) begin
            d <= load_data;
        end
        else begin
            d <= d;
        end
    end
end
assign data = d;
endmodule
module function_unit(G,A,B,Cin,S0,S1,S2,N,Z,C,V);
input [7:0] A,B;
input Cin,S0,S1,S2;
output [7:0] G;
output N,Z,C,V;
reg V,C,N,Z;
reg [7:0] G;
always @(*)begin
	case({S2,S1,S0,Cin})
	4'b0000:
		G=A;
	4'b0001:
		begin
		G=A+1;
		if(A==8'b11111111)
		C=1;
		else
		C=0;
		end
	4'b0010:
		begin
		G=A+B;
		if((A[7]==1&G[7]==0)|(B[7]==1&G[7]==0)|(A[7]==1&B[7]==1))
		C=1;
		else
		C=0;
		end
	4'b0011:
		begin
		G=A+B+1;
		if((A[7]==1&G[7]==0)|(B[7]==1&G[7]==0)|(A[7]==1&B[7]==1))
		C=1;
		else if((A+B)==8'b11111111)
		C=1;
		else 
		C=0;
		end
	4'b0100:
		begin
		G=A+~B;
		if((A[7]==1&G[7]==0)|(~B[7]==1&G[7]==0)|(A[7]==1&~B[7]==1))
		C=1;
		else
		C=0;
		end
	4'b0101:
		begin
		G=A+~B+1;
		if((A[7]==1&G[7]==0)|(~B[7]==1&G[7]==0)|(A[7]==1&~B[7]==1))
		C=1;
		else if((A+~B)==8'b11111111)
		C=1;
		else 
		C=0;
		end
	4'b0110:
		begin
		G=A-1;
		if(A>0)
		C=1;
		else
		C=0;
		end
	4'b0111:
		G=A;
	4'b1000:
		G=A&B;	
	4'b1001:
		G=A|B;
	4'b1010:
		G=A^B;
	4'b1011:
		G=~A;
	4'b1100:
		G=B;
   4'b1101:
		G={1'b0, B[7:1]};
   4'b1110:
		G={B[6:0], 1'b0};
   4'b1111:
		G=8'hx;
	endcase
	if(G[7]==1)
	N=1;
	else
	N=0;
	if(G==8'b00000000)
	Z=1;
	else
	Z=0;
end
endmodule
module mux (in1, in0, sel, out);
	input	[7:0]	in1;
	input	[7:0]	in0;
	input	sel;
	output	[7:0]	out;
	reg		[7:0]	out;
	always @(*) begin
		case (sel)
			1'b0:	out = in0;
			1'b1:	out = in1;
		endcase
	end
endmodule
module datapath(AA,BA,DA,FS,CI,DI,LE,MD,MB,clk,BusD,Address_out,Data_out,N,Z,Bus_A,R0d,R1d,R2d,R3d,R4d,R5d,R6d,R7d);
input [2:0]AA,BA,DA;
input [3:0]FS;
input [7:0]CI,DI;
input LE,MD,MB,clk;
output[7:0]BusD,Data_out,R0d,R1d,R2d,R3d,R4d,R5d,R6d,R7d;
output[7:0]Address_out,Bus_A;
output N,Z;
reg [7:0]R0E,R1E,R2E,R3E,R4E,R5E,R6E,R7E;
wire[7:0]BusD,F,A,B_data,B,G,R0d,R1d,R2d,R3d,R4d,R5d,R6d,R7d,Bus_A;
wire[7:0]Address_out;
wire N,Z;
mux muxD(
	.in1(DI),
	.in0(F),
	.sel(MD),
	.out(BusD)
);
always @(*) begin
if(LE==1)begin
case(DA)
3'b000:
	begin
	R0E=1;
	R1E=0;
	R2E=0;
	R3E=0;
	R4E=0;
	R5E=0;
	R6E=0;
	R7E=0;
	end
3'b001:
	begin
	R0E=0;
	R1E=1;
	R2E=0;
	R3E=0;
	R4E=0;
	R5E=0;
	R6E=0;
	R7E=0;
	end
3'b010:
	begin
	R0E=0;
	R1E=0;
	R2E=1;
	R3E=0;
	R4E=0;
	R5E=0;
	R6E=0;
	R7E=0;
	end
3'b011:
	begin
	R0E=0;
	R1E=0;
	R2E=0;
	R3E=1;
	R4E=0;
	R5E=0;
	R6E=0;
	R7E=0;
	end
3'b100:
	begin
	R0E=0;
	R1E=0;
	R2E=0;
	R3E=0;
	R4E=1;
	R5E=0;
	R6E=0;
	R7E=0;
	end
3'b101:
	begin
	R0E=0;
	R1E=0;
	R2E=0;
	R3E=0;
	R4E=0;
	R5E=1;
	R6E=0;
	R7E=0;
	end
3'b110:
	begin
	R0E=0;
	R1E=0;
	R2E=0;
	R3E=0;
	R4E=0;
	R5E=0;
	R6E=1;
	R7E=0;
	end
3'b111:
	begin
	R0E=0;
	R1E=0;
	R2E=0;
	R3E=0;
	R4E=0;
	R5E=0;
	R6E=0;
	R7E=1;
	end
endcase
end
else begin
R0E=0;
R1E=0;
R2E=0;
R3E=0;
R4E=0;
R5E=0;
R6E=0;
R7E=0;
end
end
register R0(
	.clk(clk),
   .load(R0E),
   .load_data(BusD),
   .data(R0d)
);
register R1(
	.clk(clk),
   .load(R1E),
   .load_data(BusD),
   .data(R1d)
);
register R2(
	.clk(clk),
   .load(R2E),
   .load_data(BusD),
   .data(R2d)
);
register R3(
	.clk(clk),
   .load(R3E),
   .load_data(BusD),
   .data(R3d)
);
register R4(
	.clk(clk),
   .load(R4E),
   .load_data(BusD),
   .data(R4d)
);
register R5(
	.clk(clk),
   .load(R5E),
   .load_data(BusD),
   .data(R5d)
);
register R6(
	.clk(clk),
   .load(R6E),
   .load_data(BusD),
   .data(R6d)
);
register R7(
	.clk(clk),
   .load(R7E),
   .load_data(BusD),
   .data(R7d)
);
mux_8to1 MUXA(
	.in7(R7d),
	.in6(R6d),
	.in5(R5d),
	.in4(R4d),
	.in3(R3d),
	.in2(R2d),
	.in1(R1d),
	.in0(R0d),
	.sel(AA),
	.out(A)
);
assign Address_out=A;
assign Bus_A=A;
mux_8to1 MUXB(
	.in7(R7d),
	.in6(R6d),
	.in5(R5d),
	.in4(R4d),
	.in3(R3d),
	.in2(R2d),
	.in1(R1d),
	.in0(R0d),
	.sel(BA),
	.out(B_data)
);
mux muxB(
	.in1(CI),
	.in0(B_data),
	.sel(MB),
	.out(B)
);
assign Data_out=B;
function_unit FU(
	.A(A),
	.B(B),
	.Cin(FS[0]),
	.S0(FS[1]),
	.S1(FS[2]),
	.S2(FS[3]),
	.G(F),
	.N(N),
	.Z(Z)
);
endmodule
module mux_8to1 (in7,in6,in5,in4,in3, in2, in1, in0, sel, out);
	input	[7:0]	in7,in6,in5,in4,in3,in2,in1,in0;
	input	[2:0]	sel;
	output	[7:0]	out;
	reg		[7:0]	out;
	always @(*) begin
		case (sel)
			3'b000:	out = in0;
			3'b001:	out = in1;
			3'b010:	out = in2;
			3'b011:	out = in3;
			3'b100:	out = in4;
			3'b101:	out = in5;
			3'b110:	out = in6;
			3'b111:	out = in7;
		endcase
	end
endmodule
==> ./run.sh <==
#!/bin/bash
# OpenROAD 26Q1-2900-gdf79404cd8, Yosys 0.63+post, stock flow scripts
make -C /OpenROAD-flow-scripts/flow DESIGN_CONFIG=/design/flow/config.mk WORK_HOME=/design/flow/orfs finish
==> ./config.mk <==
export PLATFORM = sky130hd
export DESIGN_NAME = datapath
export DESIGN_NICKNAME = datapath
export VERILOG_FILES = /design/flow/design.v
export SDC_FILE = /design/flow/constraint.sdc
export NUM_CORES = 4
export LEC_CHECK = 1
export CORE_AREA = 10 10 91 91
export DIE_AREA = 0 0 101 101
==> ./constraint.sdc <==
current_design datapath

set clk_period 4.3
set clk_io_pct 0.2

create_clock -name clk0 -period $clk_period [get_ports {clk}]

set non_clock_inputs [all_inputs -no_clocks]
set_input_delay [expr $clk_period * $clk_io_pct] -clock clk0 $non_clock_inputs
set_output_delay [expr $clk_period * $clk_io_pct] -clock clk0 [all_outputs]
==> reports/metrics.csv <==
metric,value,unit
fin_ws,0.0983,ns
pre_cts_ws,-0.582,ns
critPathArrivalTime,3.34,ns
mostFrequentLayoutCell,conb_1,
finalMaxSlewViolations,0,
fp-utilization,0.331,
finalSetupViolCount,0,
end_kind,primary output,
totalPowerFinal,0.273,mW
slowest_delay,0.52,ns
postCtsHoldBufs,0,
rows,29,
flops,0,
yosysChipArea,0.00210,mm²
openroad.warnings,39,
power.density,90.0,mW/mm²
finalWeightedCongestion,0.880,
antenna_found_initial,0,
grt_overflow_total,0,
lay_top_cells,"80 x conb_1, 73 x buf_4, 25 x clkdlybuf4s50_1, 24 x nand2_1, 15 x o21ai_0",
crit_fanout,3,
die_w,101,µm
max_cap_viol_count,0,
port_buffers,40,
worstPathCellList,clkdlybuf4s15_2 -> and4_4 -> mux2_2 -> or4_4 -> o311a_1 -> o32ai_2 -> o211ai_1 -> nor4b_4 -> buf_2,
viasPerCell,4.94,
syn_avg_cell_area,6.69,µm²
firstDrtPassIters,4,
power.leakage,1.42,nW
ys_seq_frac,0,
status,"complete, no violations",
slowest_stage,or4_4,
final_layout_size_suffix_gt1_frac,0.321,
drc,0,
pin_count,131,
period_used_share,0.977,
grt_util_all_layers,0.130,
finalCriticalPeriod,4.20,ns
required,3.44,ns
wl_per_cell,14.7,µm
fmax,0.238,GHz
vias,2396,
ant_nets,0,
yosysCellCount,314,
grt_max_degree,32,
routed_wl,7140,µm
grt_pass1_vias,2367,
die_h,101,µm
crit_type,input port to primary output,
yosysUniqueCellTypes,66,
hold_path.class,input port to primary output,
core,0.00635,mm²
whs,2.36,ns
clkbuf_count,0,
antenna-diode-count,0,
yosysWarnings,21,
start_kind,input port,
rsz0062_at_grt,yes,
drtIter0Drc,128,
synthesis.area,0.00210,mm²
synth_cells,314,
synthToLayoutAreaGrowth,44.3,%
ff_latch_area,0,µm²
max-vdd-ir-drop,40.9,µV
hold_viol,0,
hpwl,5530,µm
die_area,0.0102,mm²
grt_pass1_wl,11500,µm
## per-stage QoR
stage / setup TNS (ns) / std cells / instance area, µm² / utilization
after floorplan: 0 / 393 / 2400 / -
after global placement: -2.99 / 470 / 2690 / 0.424
after detailed placement: -3.07 / 470 / 2690 / 0.424
after CTS: 0 / 482 / 2940 / 0.462
after global routing: -0.0688 / 485 / 3030 / 0.477
final: 0 / 485 / 3030 / 0.477
## synth_stat cells (all sizes together) (3+ instances only)
master / count / area (µm²)
a211oi: 3 / 22.5
a21boi: 4 / 30.0
a21o: 3 / 22.5
a21oi: 5 / 25.0
a221oi: 4 / 35.0
a22o: 4 / 35.0
a22oi: 4 / 30.0
a31oi: 5 / 31.3
and2: 7 / 43.8
and4: 3 / 28.8
buf: 88 / 641
clkbuf: 21 / 78.8
inv: 8 / 30.0
mux2: 5 / 56.3
mux2i: 3 / 30.0
nand2: 24 / 90.1
nand3: 9 / 45.0
nand3b: 3 / 22.5
nand4: 4 / 25.0
nor2: 12 / 45.0
nor3: 7 / 35.0
nor4: 4 / 31.3
nor4b: 4 / 56.3
o211ai: 4 / 30.0
o21ai: 17 / 85.1
o221ai: 4 / 35.0
o22ai: 3 / 18.8
or3: 4 / 25.0
xnor2: 4 / 35.0
## cell type report
cell class                 instances  area, µm²
timing repair buffer             124       1060
inverter                           8       30.0
tap                               77       96.3
fill                             592       3320
multi-input combinational        276       1840
## final timing paths
kind / start / endpoint / slack (ns) / cells after the start
setup / recovery: MB / Z / 0.1 / 9
hold / removal: DI[4] / BusD[4] / 2.36 / 4
## logic make-up after synthesis
family | share of synthesized area
other | 0.00179
buffers and inverters | 0.357
muxes | 0.0411
AOI/OAI and AO/OA | 0.300
adders and majority gates | 0.00596
and+or+nand+nor | 0.274
xor gates and xnor gates | 0.0209
## worst max-delay path, delay by kind of cell
kind / cells / cell delay (ns)
multiplexers: 1 / 0.35
AND/OR/NAND/NOR: 3 / 0.95
AND-OR/OR-AND: 3 / 0.84
buffers and inverters: 2 / 0.33
## power by group
part           switching (mW)  total, mW  internal (mW)
clock                       0          0              0
combinational           0.124      0.273          0.149
sequential                  0          0              0
total                   0.124      0.273          0.149
## repair_timing
item / in CTS / in global routing
endpoints found under the setup margin: 9 / 5
setup buffers: 11 / 3
pin swaps: 15 / 7
resized: 69 / 18
cloned: 1 / 0
## metal layers
metal	GRT usage	up-vias	routed length, µm
li1	-	1186	-
met1	0.175	1116	3140
met2	0.228	88	3570
met3	0.0104	6	367
met4	0.0129	0	69
met5	0	-	0
Power figures rest on the tool's default switching activity, not on a simulated workload.
